### run.sh
#!/bin/bash
# OpenROAD 26Q1-2900-gdf79404cd8, Yosys 0.63+post, stock flow scripts
make -C /OpenROAD-flow-scripts/flow DESIGN_CONFIG=/design/flow/config.mk WORK_HOME=/design/flow/orfs finish
### config.mk
export PLATFORM = sky130hd
export DESIGN_NAME = max_finder
export DESIGN_NICKNAME = max_finder
export VERILOG_FILES = /design/flow/design.v
export SDC_FILE = /design/flow/constraint.sdc
export NUM_CORES = 4
export LEC_CHECK = 1
export CORE_UTILIZATION = 50
### constraint.sdc
current_design max_finder

set clk_period 7.8
set clk_io_pct 0.2

create_clock -name clk0 -period $clk_period [get_ports {clk}]

set non_clock_inputs [all_inputs -no_clocks]
set_input_delay [expr $clk_period * $clk_io_pct] -clock clk0 $non_clock_inputs
set_output_delay [expr $clk_period * $clk_io_pct] -clock clk0 [all_outputs]
### design.v
module max_finder(clk, reset, start, mag, pts, max_index ,max_mag, done, index0);
	input clk;
	input reset;
	input [10:0]pts;
	input [31:0]mag;
	input start;
	output reg [10:0]max_index;
	output reg [31:0]max_mag;
	output reg done;
	output reg [10:0]index0;
	reg [31:0]Max = 0;
	reg [10:0]MaxIndex = 0;
	reg [10:0]counter = 0;
	always @(posedge clk) begin
		if (reset || (!start) )begin
			MaxIndex <= 0;
			Max <= 0;
			counter <= 0;
			done <= 0;
			max_index <= 0;
			max_mag <= 0;
			end
		else begin
			if (counter == pts) begin
				done <= 1;
				end
			else begin
				counter <= counter +1;
				if (mag == 0) begin
					index0 <= counter;
					end
				if (Max < mag) begin
					MaxIndex <= counter;
					Max <= mag;
					end
				end 
			end 
		max_index <= MaxIndex;
		max_mag <= Max;
	end 
endmodule
==> Changelog: implementation <==
## Flow update

- Distinct lib cells: 36
- Post-Place Cell Area: 5493 um2
- Primary FF master, synth: dfxtp_1
- Post-Place Setup Slack: 3275 ps
- Drt total wl: 9.522 mm
- Measured slew at the worst slew-check pin: 696.6 ps
- Post-synth top cells: 98 x dfxtp_1, 52 x nand3_1, 47 x a21oi_1
- Synth top area share: 44.08%
- Required @ worst endpoint: 8090 ps
- Log Warnings: 26
- Critical Path Fanout Max: 29
- Routability congestion estimate: 0.8363
- Critical Path Source Type: input pin
- Wl on met1: 4.629 mm
- Drt first pass iters: 7
- Total track usage: 22.79%
- Via count: 3490
- P&R area growth vs syn: 27.69%
- Worst path cell trace: clkdlybuf4s50_1 -> inv_1 -> ha_1 -> a21oi_1 -> o21ai_0 -> a221oi_1 -> o211a_1 -> buf_4 -> nand3_1 -> a21oi_1
- Row count: 34
- Final clock skew: 10.35 ps
- Antenna violations before repair: 0
- Metal2 WL: 4.366 mm
- Largest net degree at the start of global routing: 54
- Clk root buf: clkbuf_8
- Worst Path Arrival: 4420 ps
- R2R cell count: 8
- Worst Setup EP: Max[5]$_SDFFE_PP0P_
- Max Clk Rate: 241.9 MHz
- Clock slew at reported path FFs: 100 ps
- And+or+nand+nor area frac: 14.23%
- I/O pin total: 101
- Hold Path Class: reg -> reg
- Finished Cell Area: 5683 um2
- Post-synth EDFFs: 11
- Power Total: 0.001021 W
- Routed len/inst: 14.41 um
- Max_slew headroom: 53.56%
- Critical path class: in -> reg
- Port bufs: 100
- Area leader, netlist: dfxtp_1
- Syn_area_per_cell: 9.696 um2
- Fin. Hold Viols: 0
- FF-to-FF Start: Max[19]$_SDFFE_PP0P_
- Origin of the worst setup path: mag[17]
- Peak supply drop: 108.9 uV
- Top non-seq family: AND-OR/OR-AND gates
- Top area cell types: dfxtp_1 44%, ha_1 9.0%, edfxtp_1 7.4%
- DR DRC count: 0
- DR top layer: met4
- Fin Setup TNS: 0 ps
- Chip Area, Yosys: 4451 um2
- Crit share post-route: 53.00%
- Hold_sp: MaxIndex[5]$_SDFFE_PP0P_
- Final HPWL from detailed placement: 6.665 mm
- Clock Path Buffers: 2
- Fin cells: 661
- Synth Area in Compound Gates: 14.39%
- Worst R2R Setup Slack: 5100 ps
- Xor/xnor share: 3.739%
- Core area: 8678 um2
- Fin. max-slew vios: 0
- Run status: finished clean
- DRT antenna net count: 0
- Ys async rst share: 0%
- Slowest CP cell: a221oi_1
- Die area: 9282 um2
- Area fraction in mux cells: 0.6747%
- Ys flops: 109
- Dominant cell by count in the synthesized netlist: dfxtp_1
- Clk pwr share: 31.9%
- Setup ws final: 3666 ps
- Antenna fix cells: 0
- First-pass GRT wire length: 15.89 mm
- Via density: 5.280
- H-tree levels: 3
- Psw: 0.0002465 W
- Post-CTS setup buffer count: 0
- # clock sinks: 109
- Setup violators final: 0
- Met3 WL: 434 um
- Yosys cell count: 459
- Internal power: 0.0007741 W
- Worst-skew pair later-pin latency: 360 ps
- Die Width: 96.35 um
- FP Core Util: 51.28%
- Endpoint type of the worst setup path: flip-flop
- Post-cts repair resize count: 0
- Synth Cell Area: 4451 um2
- Share of cells above drive strength 1: 6.691%
- Sequential area share after synthesis: 51.50%
- Remaining global-route overflow: 0
- Vias in the first global route: 3394
- # Max-Cap Violations: 0
- Synth Instances: 459
- DRT iter0 DRCs: 140
- TritonCTS clock tree: yes
- Leakage: 2.294 nW
- Minimum clock period: 4134 ps
- Pwr dens: 179.6 nW/um2
- Syn. warnings: 1
- Adder share: 8.996%
- Die H: 96.35 um
- Largest stage delay, worst path: 550 ps
- Cells after DPL: 645
- Worst path most repeated cell: a21oi_1
- Flop pwr share: 57.8%
- Hold_buf cts: 0
- Net Sw Frac: 24.15%
- Gate power share: 10.3%
- R2r endpoint: Max[5]$_SDFFE_PP0P_
- Total CTS buffers: 9
- RSZ-0062 raised after global routing: no
## cells by family after synthesis
family                   Yosys count
multiplexers                       3
buffers and inverters             63
flip-flops                       109
XOR/XNOR                          19
adder cells (fa/ha/maj)           32
AND-OR/OR-AND                    112
AND/OR/NAND/NOR                  121
## power groups by stage
stage / Clock, W / Combinational (W) / Sequential [W]
global route: 0.000364 / 0.000119 / 0.000593
CTS: 0.000335 / 0.000106 / 0.000591
finish: 0.000325 / 0.000105 / 0.000590
## critical path: cells and delay by family
family,cells,cell delay (ps)
compound gates,5,1470
fa+ha+maj,1,300
simple gates,1,130
buf+inv,3,970
## layout by cell type, fill, tap and decap left out, types with 14 or more instances in the layout
master,count
a21oi_1,47
nor2_1,14
clkdlybuf4s50_1,100
inv_1,35
ha_1,32
xor2_1,17
nand2_1,19
o21ai_1,42
dfxtp_1,98
nand3_1,52
## routing by layer
layer | global-route usage (%) | vias to the layer above
met5 | 0 | -
met2 | 36.23 | 74
met1 | 34.52 | 1614
met3 | 4.659 | 8
li1 | - | 1794
met4 | 2.328 | 0
## flip-flops by register name, summed over array words and instances (netlist names)
signal / cells
max_mag: 32
done: 1
Max: 32
MaxIndex: 11
index0: 11
counter: 11
max_index: 11
## how the worst min path moves through the flow
stage / end / slack [ps] / cells past startpoint
CTS: max_index[5]$_DFF_P_ / 350 / 0
global route: max_index[5]$_DFF_P_ / 360 / 0
finish: max_index[5]$_DFF_P_ / 350 / 0
## final cells by class
cell class / instances / area (um2)
Clock buffer: 10 / 148.9
Clock inverter: 6 / 41.29
Fill cell: 716 / 2995
Inverter: 35 / 131.4
Multi-Input combinational cell: 287 / 1888
Sequential cell: 109 / 2292
Tap cell: 108 / 135.1
Timing Repair Buffer: 106 / 1046
## metrics by stage
step	hold slack, ps	util (%)
finish	352.4	65.48
global route	356.6	65.48
CTS	350.3	65.48
detailed placement	334.6	63.29
global placement	334.2	63.29
floorplan	327.6	-
Power and IR drop assume default switching activity.
